`design/flow/run.sh`:
```
#!/bin/bash
# OpenROAD 26Q1-2900-gdf79404cd8, Yosys 0.63+post, stock flow scripts
make -C /OpenROAD-flow-scripts/flow DESIGN_CONFIG=/design/flow/config.mk WORK_HOME=/design/flow/orfs finish
```
`design/flow/config.mk`:
```
export PLATFORM = sky130hd
export DESIGN_NAME = my_blackbox
export DESIGN_NICKNAME = my_blackbox
export VERILOG_FILES = /design/flow/design.v
export SDC_FILE = /design/flow/constraint.sdc
export NUM_CORES = 4
export LEC_CHECK = 1
export CORE_AREA = 10 10 70 70
export DIE_AREA = 0 0 80 80
```
`design/flow/constraint.sdc`:
```
current_design my_blackbox

set clk_period 1.7
set clk_io_pct 0.2

create_clock -name clk0 -period $clk_period [get_ports {clk}]

set non_clock_inputs [all_inputs -no_clocks]
set_input_delay [expr $clk_period * $clk_io_pct] -clock clk0 $non_clock_inputs
set_output_delay [expr $clk_period * $clk_io_pct] -clock clk0 [all_outputs]
```
`design/flow/design.v`:
```
module my_blackbox (clk , count_me, rst, count);
    input clk, count_me, rst;
    output reg [10:0] count;
    always @(posedge clk)
    begin
            if (rst) count <=0;
            else if (count_me) count <= count + 1;
    end
endmodule
```
==> GITHUB_STEP_SUMMARY <==
### Yosys + OpenROAD results

| Metric | Value |
|---|---|
| DR vias | 441 |
| TritonCTS clock tree | yes |
| Hold buffers post-CTS | 0 |
| CTS Buffer Depth | 2 |
| CP Cell Sequence | clkdlybuf4s50_1 |
| Max stage delay on crit path | 0.53 ns |
| Final Cycle Share | 93.9% |
| IO buf count | 13 |
| Fraction of registers with async set/reset | 0% |
| CP Capture Type | output port |
| Die W | 80 um |
| Placed insts | 114 |
| Smallest hold slack | 0.513 ns |
| CP max FO | 5 |
| Final setup vio count | 0 |
| Postcts setup bufs | 0 |
| Clock Power Share | 36.4% |
| Core Area | 3420 um^2 |
| Met3 Use GR | 2.27% |
| Min-delay worst type | register to register |
| FP Rows | 21 |
| Initial antenna violation count | 0 |
| Initial DRT Pass Iterations | 2 |
| Largest net degree at the start of global routing | 11 |
| IO Pins | 14 |
| Reg power frac | 55.6% |
| Share of layout cells above drive strength 1 | 11.1% |
| RSZ-0062 raised after global routing | false |
| Vias in the first global route | 413 |
| Mean Syn Cell Area | 9.33 um^2 |
| Cell Type Count | 22 |
| Ant diodes | 0 |
| Synth Instances | 55 |
| Crit path max-delay family | buffers and inverters |
| Fill count | 390 |
| Log Warnings | 25 |
| Gr usage total | 3.92% |
| Mux frac, synth | 4.15% |
| Slew headroom | 82.2% |
| Leakage | 0.257 nW |
| Comb area leader | simple AND/OR/NAND/NOR gates |
| Avg WL per Cell | 10.4 um |
| Max IR drop VDD | 0.366 mV |
| CP arrival | 1.26 ns |
| DR iter-0 viols | 14 |
| Setup WS pre-CTS | -0.0968 ns |
| Chip area | 6400 um^2 |
| Comb power frac | 8.0% |
| Non-Filler Cell Area, Final | 727 um^2 |
| Simple-gate share of the synthesized area | 26.8% |
| Register share after synthesis | 42.9% |
| M2 GR Usage | 5.78% |
| Slowest library cell on the worst path | clkdlybuf4s50_1 |
| HPWL Detailed | 959 um |
| Slew Limit Fails | 0 |
| Dominant flop cell | dfxtp_1 |
| Count of library flops with an enable pin | 0 |
| DRT antenna net count | 0 |
| Die Ht | 80 um |
| Fmax | 626 MHz |
| Clock skew | 0.00135 ns |
| WL final | 1230 um |
| Final cell count without fillers | 118 |
| Total power | 485 uW |
| Kind of critical path | register to output port |
| Max reg flops | 11 |
| CTS Sinks | 11 |
| WP data required | 1.36 ns |
| Max-Cap Viols | 0 |
| Synth Area in Compound Gates | 11.7% |
| Clk latency of the worst-skew pair | 0.26 ns |
| Area growth, synth to finish | 41.7% |
| Synthesized cell area | 513 um^2 |
| GPL Wtd Cong | 0.833 |
| Vias per cell | 3.74 |
| Worst-path clk slew | 0.07 ns |
| Synth Warn # | 1 |
| Xor+xnor area frac | 6.83% |
| Yosys cell count | 55 |
| Root Driver | clkbuf_4 |
| Placed cell area | 701 um^2 |
| Number of buffers and inverters on the critical path | 1 |
| Busiest grt layer | met2 |
| Status | completed |
| Max H-tree Level | 1 |
| Net switching power | 109 uW |
| Seq cells post-synth | 11 |
| Worst setup margin | 0.104 ns |
| Hold Fails Final Rpt | 0 |
| Initial Util | 15.0% |
| Adder Area Share | 2.44% |
| Cts repair resizes | 0 |
| Biggest register | count |
| Remaining global-route overflow | 0 |
| Pint | 376 uW |
| First-pass GRT wire length | 2060 um |
| Largest registers | count (11) |
| Clock buffer count from CTS | 3 |
| Final Critical Period | 1.60 ns |
| Yosys Chip Area | 513 um^2 |
| M1 GR Usage | 5.10% |
| Worst-margin pin slew | 0.265 ns |
| Switching share of power | 22.5% |
| Startpoint types | register |
| Pwr Density | 667 nW/um^2 |
| DRC violation count after routing | 0 |
## layout by cell type (no fill, tap or decap), drive strengths merged
| master | n |
|---|---|
| o21ai | 1 |
| nor4 | 1 |
| nor2b | 1 |
| nand4 | 4 |
| nand3 | 1 |
| nor2 | 6 |
| dfxtp | 11 |
| a21oi | 5 |
| mux2i | 1 |
| nand2 | 4 |
| or3 | 1 |
| buf | 2 |
| clkbuf | 4 |
| mux2 | 1 |
| xnor2 | 1 |
| xor2 | 3 |
| inv | 3 |
| or4 | 4 |
| clkdlybuf4s50 | 13 |
| o31ai | 4 |
| ha | 1 |
## worst register-to-register path, cell delays in order, from the launching register on
cell	delay (ns)
dfxtp_1	0.40
ha_1	0.22
inv_1	0.10
nor4_1	0.30
mux2_2	0.36
## routing by layer
metal,up-vias,routed length [um]
met5,-,0
met4,0,0
met3,0,112
met2,10,528
met1,196,586
li1,235,-
## cells in the mapped netlist, types with 2 or more instances
master	number	area [um^2]
a21oi_1	5	25.0
o31ai_1	4	30.0
xor2_1	3	26.3
nand2_1	4	15.0
nand4_1	2	12.5
or4_1	4	30.0
inv_1	3	11.3
dfxtp_1	11	220
nor2_1	6	22.5
## path summary, 6_finish.rpt
path / slack (ns) / start / cells after the start / end
max: 0.10 / count[3] / 1 / count[3]
min: 0.51 / count[9] / 2 / count[9]
max reg2reg: 0.21 / count[0] / 4 / count[10]
min reg2reg: 0.51 / count[9] / 2 / count[9]
## per-stage QoR
stage | utilization, % | TNS [ns]
after floorplan | - | 0
after global placement | 20.5 | -0.124
after detailed placement | 20.5 | -0.276
after CTS | 21.3 | 0
after global routing | 21.3 | 0
final | 21.3 | 0
## power groups by stage
stage	logic [mW]	clock network, mW	registers, mW
CTS	0.0395	0.184	0.270
global route	0.0444	0.198	0.271
finish	0.0387	0.177	0.270
## layout make-up
class                      count  area [um^2]  area share (%)
clock buffer                   4         26.3            3.61
sequential                    11          220            30.3
multi-input combinational     39          267            36.7
tap                           46         57.6            7.92
inverter                       3         11.3            1.55
timing repair buffer          15          145            20.0
## cell families after synthesis
logic type / count (synthesis)
multiplexers: 2
XOR/XNOR: 4
flip-flops: 11
AND/OR/NAND/NOR: 22
adder cells (fa/ha/maj): 1
AND-OR/OR-AND: 10
buffers and inverters: 5
Power and IR drop assume default switching activity.
