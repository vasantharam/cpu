### flow/config.mk
export PLATFORM = sky130hd
export DESIGN_NAME = fifo
export DESIGN_NICKNAME = fifo
export VERILOG_FILES = /design/flow/design.v
export SDC_FILE = /design/flow/constraint.sdc
export NUM_CORES = 4
export LEC_CHECK = 1
export CORE_UTILIZATION = 30
### flow/constraint.sdc
current_design fifo

set clk_period 156.2
set clk_io_pct 0.2

create_clock -name clk0 -period $clk_period [get_ports {clk}]

set non_clock_inputs [all_inputs -no_clocks]
set_input_delay [expr $clk_period * $clk_io_pct] -clock clk0 $non_clock_inputs
set_output_delay [expr $clk_period * $clk_io_pct] -clock clk0 [all_outputs]
### flow/design.v
function integer clog2;
    input integer value;
    begin
        value = value-1;
        for (clog2=0; value>0; clog2=clog2+1)
            value = value>>1;
    end
endfunction
module fifo(readReady, writeReady, readValid, writeValid, writeData, readData, clk, rst);
    parameter FIFO_DEPTH = 255;  
    parameter FIFO_WIDTH = 8;
    input readValid, writeValid, clk, rst;
    input [FIFO_WIDTH-1:0] writeData;
    output reg readReady, writeReady;
    output reg [FIFO_WIDTH-1:0] readData;
    reg [$clog2(FIFO_DEPTH):0] readPtr;
    reg [$clog2(FIFO_DEPTH):0] writePtr;
    reg empty, full, almost_full, almost_empty;
    reg [ FIFO_WIDTH-1:0 ] array [ FIFO_DEPTH-1:0];
    assign empty = (readPtr == writePtr)?  1:0;
    assign full = ( ((writePtr >= readPtr) ? (writePtr - readPtr): (FIFO_DEPTH - readPtr + writePtr)) == FIFO_DEPTH ) ? 1: 0; 
    assign almost_full = ( ((writePtr >= readPtr) ? (writePtr - readPtr): (FIFO_DEPTH - readPtr + writePtr)) == FIFO_DEPTH - 1) ? 1: 0; 
    assign almost_empty = (((writePtr >= readPtr) ? (writePtr - readPtr): (FIFO_DEPTH - readPtr + writePtr)) == 1)? 1: 0; 
    reg okayToRead; 
    reg okayToWrite; 
    assign okayToRead = ((!empty&&readValid) || ( empty && writeValid && readValid && readReady && writeReady )) ? 1:0;
    assign okayToWrite = ((!full &&  writeValid) || ( full && readValid && writeValid && readReady && writeReady )) ? 1:0;
    always @(posedge clk)
    begin
        if (rst) 
        begin
            readPtr <= 0;
            writePtr <= 0;
            readReady <= 0;
            writeReady <= 1;
        end
        else
        begin
            case({okayToRead, okayToWrite})
                2'b00:
                    readData <= array[readPtr];
                2'b01:
                    begin
                    if (readPtr == writePtr) readData <= writeData;
                    else readData <= array[readPtr];
                    writePtr <= ((writePtr == (FIFO_DEPTH-1)) ? 0: (writePtr + 1));
                    array[writePtr] <= writeData;
                    end
                2'b10:
                    begin
                    readPtr <= ((readPtr == (FIFO_DEPTH-1)) ? 0: (readPtr + 1));
                    readData <= array[((readPtr == (FIFO_DEPTH-1)) ? 0: (readPtr + 1))];
                    end
                2'b11:
                    begin
                    if ((readPtr == writePtr) || (((readPtr == (FIFO_DEPTH-1)) ? 0: (readPtr + 1)) == writePtr )) readData <= writeData;
                    else readData <= array[((readPtr == (FIFO_DEPTH-1)) ? 0: (readPtr + 1))];
                    readPtr <= ((readPtr == (FIFO_DEPTH-1)) ? 0: (readPtr + 1));
                    writePtr <= ((writePtr == (FIFO_DEPTH-1)) ? 0: (writePtr + 1));
                    array[writePtr] <= writeData; 
                    end
            endcase
            if (full || (almost_full && okayToWrite && !okayToRead)) writeReady <= 0; 
            else writeReady <= 1;
            if (almost_empty && (okayToRead && !okayToWrite)) readReady <= 0; 
            else if (empty && !okayToWrite) readReady <= 0;
            else readReady <= 1;
        end        
    end
endmodule
### flow/run.sh
#!/bin/bash
# OpenROAD 26Q1-2900-gdf79404cd8, Yosys 0.63+post, stock flow scripts
make -C /OpenROAD-flow-scripts/flow DESIGN_CONFIG=/design/flow/config.mk WORK_HOME=/design/flow/orfs finish
==> summary.txt <==
Implementation results are summarized by area below.

Final timing
For reference, the final report shows the hold violation count at 0. Based on the critical path, the design can be clocked at up to 27.0 MHz. The setup skew after layout is between 40 and 50 ps. At the pin with the least slew margin, the transition time is 1660 ps. For the final routed database, the setup TNS stands at 0 ps. Setup repair after global routing left no endpoint under its margin. The shortest period the worst path allows is 37070 ps. The relative max-transition margin is -11.0%. In the final report, the number of pins over their slew limit comes to 3.

The portion of the clock cycle consumed by the worst path in the final layout is 23.7%. The final count of negative-setup-slack endpoints is 0.

Worst setup path
The critical path capture point type is a flip-flop. The flop-to-flop setup slack is 148390 ps. Per the timing report, the most critical flop-to-flop path finishes at readData[2]. The OpenROAD report gives the critical path a data arrival time of 37750 ps. For reference, the most critical setup path is categorized as in -> reg. STA classifies the critical path startpoint as an input pin. For the worst reg-to-reg path, the startpoint reported by OpenROAD is readPtr[8]. The worst-path maximum fanout is about 57. The capturing element of the worst setup path is readData[2]. The launching instance or port of the critical path is writeValid. The worst endpoint required time is 156870 ps. The cell count of the worst reg-to-reg path is 15.

Yosys
The distinct cell type count of the synthesized netlist is 95. The commonest register cell after synthesis is sky130_fd_sc_hd__edfxtp_1. The synthesis run shows the most used standard cells to be sky130_fd_sc_hd__edfxtp_1 (2048), sky130_fd_sc_hd__nand2_1 (1359), sky130_fd_sc_hd__nand3_1 (463), sky130_fd_sc_hd__nor2_1 (322), sky130_fd_sc_hd__a211oi_1 (206). The total cells reported by yosys after synthesis is 6291. The per-instance average area after synthesis is around 13 sq um. Yosys attributes the largest share of cell area to sky130_fd_sc_hd__edfxtp_1 (73%), sky130_fd_sc_hd__nand2_1 (6.0%), sky130_fd_sc_hd__nand3_1 (2.7%).

The post-synth count of flops with an enable pin is 2048. The biggest area consumer among synthesized cells is sky130_fd_sc_hd__edfxtp_1. The number of warning messages in the yosys log is 7.

Yosys reported a register bit count of 2068. The share of async-settable or async-resettable flops after synthesis is 0%. The mapped netlist covers 84500 sq um.

Yosys reports a chip area of 84500 sq um. The register share after synthesis is 73.3%. The number of instances in the synthesized netlist is 6291. The top cell type's share of synthesized area is between 70 and 80%. The most frequently used library cell after synthesis is sky130_fd_sc_hd__edfxtp_1.

Detailed routing
The mean number of vias per cell is 5.43. Once detail routing completed, the nets flagged for antenna violations numbered 0. The post-route DRC violation count is 0. The iteration count of the initial detailed-routing pass is 6. The routed length per instance is 28.1 microns. The routed via count is 56000. For this block, the initial DRC count from the detailed router was 4209.

The final wirelength is 290000 microns.

CTS
Per the post-CTS timing run, clock transition at the registers of the reported paths is ~60 ps. The clock latency reported for the late side of the worst-skew pair is 870 ps. The TritonCTS clock tree is built. The number of buffers added to fix hold violations after cts is 0. For this design, the sink count on the clock tree is 2068. The number of cells upsized or downsized after cts is 0.

The number of buffers inserted by post-CTS setup repair is 0. In this run, CTS created clock tree buffers numbering around 210. The largest buffer count on any clock path is 3. The number of H-tree levels is 4. The root cell of the clock tree is sky130_fd_sc_hd__clkbuf_16.

GRT
The via count of the first global-routing pass was 57700. The remaining global-route overflow is 0. The pin count of the biggest net entering global routing is 117.

The total routing resource utilization after global routing is between 20% and 30%. The first global-routing pass estimated 413000 microns of wire. The number of antenna violations at the first check in global routing is 17.

Power and ir drop
The analysis attributes to net switching a power of about 430 uW. Summed over all cells, the static leakage comes to around 31 nW. The sequential cell fraction of total power is 44.2%. Per the power-grid run, VDD falls by no more than 0.0000116 V. The fraction of power spent switching nets is 30.7%.

The ratio of total power to cell area is between 10 and 15 nW/um^2. Internal power comes to roughly 960 uW. The clock network accounts for 35.0% of the total power. The combinational share of power is 20.8%.

Floorplanning
The pre-placement core utilization is 30.2%. The die area is roughly 280000 sq um. Measured along the y axis, the die boundary spans about 530 microns.

22 I/O pins were placed. The horizontal die dimension is ~530 microns. According to the floorplan report, the placeable core area is 280000 sq um. The floorplan has roughly 190 rows.

Hold path
The min-delay analysis places its worst path in the category reg -> reg.

Place
The final weighted congestion in routability-driven placement is between 1 and 1.5. The detailed placer's ending HPWL is 178000 microns. The count of buffers from port buffering is 21. The total instance count after detailed placement is 9904.

Job
The OpenROAD warning count is 49. The number of maximum-capacitance violations is 1.

Status
The final reports fail on capacitance limit, slew limit. The flow ran to the end, but the final reports show violations.

Layout
The layout summary lists the proportion of cells stronger than drive strength 1 as 9.98%. The area growth from synthesis to layout is 14.6%. After the flow finishes, the layout carries non-filler instances totaling ~10000.
metrics by stage:
stage / util, % / total power [mW] / area (sq um) / hold slack (ps) / setup slack (ps)
CTS: 34.6 / 1.39 / 96800 / 657 / 119590
global route: 34.6 / 1.43 / 96800 / 682 / 119260
global placement: 32.2 / 0.904 / 90200 / 634 / 118780
floorplan: - / 0.790 / 84500 / 508 / 122020
detailed placement: 32.2 / 0.906 / 90200 / 636 / 118680
finish: 34.6 / 1.39 / 96800 / 651 / 119130
metal layers:
metal	GRT usage (%)	wire, microns	vias up
li1	-	-	24200
met1	22.5	91800	27100
met2	30.5	126000	3930
met3	17.9	54300	782
met4	9.97	16800	33
met5	4.07	1390	-
critical path, stage by stage:
cell and delay, ps:
sky130_fd_sc_hd__clkdlybuf4s50_1 590, sky130_fd_sc_hd__nand3_1 180, sky130_fd_sc_hd__or3_1 600, sky130_fd_sc_hd__nand3_4 180
sky130_fd_sc_hd__buf_4 440, sky130_fd_sc_hd__nand2_8 430, sky130_fd_sc_hd__buf_4 480, sky130_fd_sc_hd__buf_4 370
sky130_fd_sc_hd__nor3_1 1160, sky130_fd_sc_hd__a22o_1 410, sky130_fd_sc_hd__a221oi_1 100, sky130_fd_sc_hd__a31oi_1 930
sky130_fd_sc_hd__nor4b_1 150, sky130_fd_sc_hd__nor4_1 330
worst min path at each step:
stage,slack (ps),start,to,cells after the start
CTS,660,writePtr[8],writePtr[8],2
finish,650,writePtr[8],writePtr[8],2
global route,680,writePtr[8],writePtr[8],2
power groups by stage:
stage	registers, mW	clock network (mW)	logic [mW]
after CTS	0.614	0.490	0.282
after global routing	0.614	0.511	0.305
final	0.614	0.485	0.289
cell families after synthesis:
logic type,Yosys count,synth area share (%)
mux,179,2.14
xor+xnor,22,0.253
simple gates,2541,13.2
buf+inv,465,2.39
compound gates,989,8.32
fa+ha+maj,27,0.418
flops,2068,73.3
flip-flops by register name, indices dropped and copies added (netlist names):
name / cells
array: 2040
readPtr: 9
writeReady: 1
readReady: 1
readData: 8
writePtr: 9
placed cells by master, fill, tap and decap left out, types with 16 or more instances in the layout:
cell	instances
sky130_fd_sc_hd__bufinv_16	16
sky130_fd_sc_hd__nor4_1	17
sky130_fd_sc_hd__inv_1	25
sky130_fd_sc_hd__clkbuf_16	209
sky130_fd_sc_hd__and3_1	181
sky130_fd_sc_hd__edfxtp_1	2048
sky130_fd_sc_hd__clkinv_1	62
sky130_fd_sc_hd__ha_1	25
sky130_fd_sc_hd__nand4_1	70
sky130_fd_sc_hd__a32oi_1	85
sky130_fd_sc_hd__o21ai_0	85
sky130_fd_sc_hd__clkinv_2	27
sky130_fd_sc_hd__diode_2	18
sky130_fd_sc_hd__buf_4	293
sky130_fd_sc_hd__a311oi_1	71
sky130_fd_sc_hd__a211oi_1	204
sky130_fd_sc_hd__a31oi_1	166
sky130_fd_sc_hd__a22oi_1	28
sky130_fd_sc_hd__nor2_1	317
sky130_fd_sc_hd__o22ai_1	34
sky130_fd_sc_hd__nand3_1	461
sky130_fd_sc_hd__nand2_1	1357
sky130_fd_sc_hd__a221oi_1	28
sky130_fd_sc_hd__nor3_1	46
sky130_fd_sc_hd__clkbuf_1	48
sky130_fd_sc_hd__a21oi_1	144
sky130_fd_sc_hd__mux2i_1	177
sky130_fd_sc_hd__dfxtp_1	20
layout make-up:
cell class	instances	area [sq um]
diodes	18	45.0
clock buffers	258	5420
clock inverters	127	1180
fillers	26400	183000
inverters	27	101
multi-input cells	3758	20800
flip-flops and latches	2068	61900
well taps	3724	4660
repair buffers	327	2700
No activity file was given, so power comes from the tool's default toggle rates.
