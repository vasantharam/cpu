<file path="design/flow/config.mk">
export PLATFORM = sky130hd
export DESIGN_NAME = seq_block
export DESIGN_NICKNAME = seq_block
export VERILOG_FILES = /design/flow/design.v
export SDC_FILE = /design/flow/constraint.sdc
export NUM_CORES = 4
export LEC_CHECK = 1
export CORE_AREA = 10 10 76 76
export DIE_AREA = 0 0 86 86
</file>
<file path="design/flow/constraint.sdc">
current_design seq_block

set clk_period 3.1
set clk_io_pct 0.2

create_clock -name clk0 -period $clk_period [get_ports {clock}]

set non_clock_inputs [all_inputs -no_clocks]
set_input_delay [expr $clk_period * $clk_io_pct] -clock clk0 $non_clock_inputs
set_output_delay [expr $clk_period * $clk_io_pct] -clock clk0 [all_outputs]
</file>
<file path="design/flow/design.v">
module seq_block(
  input         clock,
  input         reset,
  input         io_in,
  output [11:0] io_out
);
  reg [11:0] pulse_counter;  
  wire [11:0] _T_1 = pulse_counter + 12'h1;  
  assign io_out = pulse_counter;  
  always @(posedge clock) begin
    if (reset) begin
      pulse_counter <= 12'h0;
    end else if (io_in) begin
      pulse_counter <= _T_1;
    end
  end
endmodule
</file>
<file path="design/flow/run.sh">
#!/bin/bash
# OpenROAD 26Q1-2900-gdf79404cd8, Yosys 0.63+post, stock flow scripts
make -C /OpenROAD-flow-scripts/flow DESIGN_CONFIG=/design/flow/config.mk WORK_HOME=/design/flow/orfs finish
</file>
==> impl_metrics.yaml <==
# yosys + openroad results
yosys:
  synth_cell_types: 21
  ys.warnings.count: 1
  ys_ff: 12
  synth_area_per_cell_sq_um: 9.15
  yosys-stat-cells: 58
  syn_inst: 58
  yosys_area_sq_um: 531
  netlist_area_sq_um: 531
  synth_seq_share: 0.453
route:
  wl_per_cell_um: 10.9
  route.detailed.drc: 0
  first_iter_violations: 52
  viasPerCell: 3.79
  ant_nets: 0
  vias: 474
  wl_mm: 1.36
  diodes: 0
  drtPass1Iterations: 4
floorplan:
  die_height_um: 86
  core_area_sq_um: 4120
  die_area_sq_um: 7400
  rows: 23
  io_pins: 15
  die_w_um: 86
  initial_core_util: 0.129
timing:
  setup_tns_ns: 0
  slew_headroom: 0.676
  slew_violations: 0
  hold_viol: 0
  fin_crit_ns: 2.00
  rsz0062_at_grt: "false"
  skew_ns: 0.00122
  setup_viol: 0
  fmax_mhz: 501
  fin_crit_sh: 0.644
  tightest_slew_ns: 0.485
clocking:
  htree_levels: 1
  postCtsHoldBufs: 0
  clock_latency_ns: 0.24
  clockRootBuffer: "clkbuf_8"
  numCtsBuffers: 3
  cts_num_sinks: 12
  clockBufferDepth: 2
  path_clk_slew_ns: 0.05
  cts_resized: 0
  cts_tree: "built"
  cts_setup_buffers: 0
global_routing:
  met2_usage: 0.0534
  overflow: 0
  met1_usage: 0.0487
  grt_use_met3: 0.0162
  grt_pass1_vias: 424
  grt_first_pass_wirelength_mm: 2.25
  grt_use_total: 0.0364
  busiest_layer: "met2"
  antenna_found_initial: 0
  grt_max_degree: 15
critical_path:
  startpoint_type: "input pin"
  slowest_delay_ns: 0.60
  endpoint_kind: "register"
  worstSetupPathType: "in2reg"
  critPathSlowestCell: "clkdlybuf4s50_1"
  cp_cell_sequence: "clkdlybuf4s50_1 > nand4_2 > nor4_1 > mux2_1"
  worstPathMaxFanout: 7
  critical_path_arrival_ns: 2.12
  critPathRequiredTime_ns: 3.23
finish:
  finalNonFillerCells: 125
  mostFrequentLayoutCells: "14 x clkdlybuf4s50_1, 12 x dfxtp_1, 7 x nor2_1"
  largest_registers: "pulse_counter (12)"
  largest-register: "pulse_counter"
  largest_reg_flops: 12
  post-route-util: 0.191
  drive_gt1_frac: 0.0933
  layout_top_cell: "clkdlybuf4s50_1"
  fin_area_sq_um: 785
  area_growth_syn_to_layout_pct: 47.9
run:
  tool_warnings: 25
  cap_violations: 0
power:
  total_power_uw: 350
  powerDensity_nw_per_um2: 446
  p_leak_nw: 0.275
  ir_drop_uv: 212
placement:
  place_hpwl_mm: 1.04
  placed_area_sq_um: 729
  gp_congestion: 0.776
  port_buffers: 14
  placedCellCount: 121
status:
  outcome: "finished clean"
hold_path:
  hold_class: "reg2reg"
## cells by family (layout without fill, tap and decap cells)
kind of cell	after synthesis	count (layout)	synth area share
AND/OR/NAND/NOR	24	24	0.259
flip-flops	12	12	0.453
AND-OR/OR-AND	10	10	0.108
XOR/XNOR	4	4	0.0660
buffers and inverters	4	21	0.0283
multiplexers	3	3	0.0613
adder cells (fa/ha/maj)	1	1	0.0236
## worst paths after layout
check | start | to | slack (ns) | cells after the start
max | io_in | pulse_counter[11] | 1.10 | 4
min | pulse_counter[10] | pulse_counter[10] | 0.52 | 2
max reg2reg | pulse_counter[0] | pulse_counter[10] | 1.51 | 4
min reg2reg | pulse_counter[10] | pulse_counter[10] | 0.52 | 2
## final cells by class
class | instances | area (sq um)
Fill cell | 455 | 3330
Multi-Input combinational cell | 42 | 275
Tap cell | 50 | 62.6
Inverter | 3 | 11.3
Clock buffer | 4 | 55.1
Timing Repair Buffer | 14 | 140
Sequential cell | 12 | 240
## power by group
group | switching [mW] | internal, mW
clock | 0.0590 | 0.112
combinational | 0.00703 | 0.0105
sequential | 0.00391 | 0.157
## cells in the mapped netlist (all sizes together)
cell / instances / share of area
nor2: 7 / 0.050
nand3: 1 / 0.0094
nand2: 4 / 0.028
o31ai: 3 / 0.042
nor4: 2 / 0.024
nand4: 3 / 0.059
a21oi: 5 / 0.047
dfxtp: 12 / 0.45
or4: 3 / 0.042
xnor2: 3 / 0.050
o21ai: 2 / 0.019
nor2b: 2 / 0.024
xor2: 1 / 0.017
or3: 2 / 0.024
mux2: 2 / 0.042
inv: 3 / 0.021
mux2i: 1 / 0.019
ha: 1 / 0.024
clkbuf: 1 / 0.0071
## worst max-delay path, delay by kind of cell
family | cells | cell delay, ns
buffers and inverters | 1 | 0.60
muxes | 1 | 0.35
and+or+nand+nor | 2 | 0.55
## layer usage
layer  share of wire  vias up
li1                -      247
met1            0.45      211
met2            0.45       14
met3           0.083        2
met4           0.020        0
met5               0        -
## stage by stage
stage	setup slack, ns	hold slack [ns]
final	1.10	0.516
after floorplan	1.58	0.452
after global placement	0.869	0.497
after CTS	1.08	0.517
after detailed placement	0.832	0.508
after global routing	0.985	0.552
Power figures rest on the tool's default switching activity, not on a simulated workload.
